`flow/run.sh`:
```
#!/bin/bash
# OpenROAD 26Q1-2900-gdf79404cd8, Yosys 0.63+post, stock flow scripts
make -C /OpenROAD-flow-scripts/flow DESIGN_CONFIG=/design/flow/config.mk WORK_HOME=/design/flow/orfs finish
```
`flow/config.mk`:
```
export PLATFORM = sky130hd
export DESIGN_NAME = MUX
export DESIGN_NICKNAME = MUX
export VERILOG_FILES = /design/flow/design.v
export SDC_FILE = /design/flow/constraint.sdc
export NUM_CORES = 4
export LEC_CHECK = 1
export CORE_AREA = 10 10 70 70
export DIE_AREA = 0 0 80 80
export SYNTH_HDL_FRONTEND = slang
```
`flow/constraint.sdc`:
```
current_design MUX

set clk_period 1.0
set clk_io_pct 0.2

create_clock -name clk0 -period $clk_period

set non_clock_inputs [all_inputs -no_clocks]
set_input_delay [expr $clk_period * $clk_io_pct] -clock clk0 $non_clock_inputs
set_output_delay [expr $clk_period * $clk_io_pct] -clock clk0 [all_outputs]
```
`flow/design.v`:
```
`timescale 1ns / 1ps
module MUX(in_zero,in_one,s,out);
    parameter WIDTH = 32;
    input [WIDTH-1:0] in_zero,in_one;
    input s;
    output [WIDTH-1:0] out;
    assign out = s?in_one:in_zero;
endmodule
```
==> metrics.yaml <==
grt_pass1_wl_mm: 3.995
path_max_fanout: 1
vias: 690
drive_above_1_share_pct: 53.28
postCtsHoldBufs: 0
slew_viol_final: 0
crit_slowest_cell: "clkdlybuf4s50_1"
fmax_mhz: 852.5
antenna_found_initial: 0
end_kind: "output pin"
grt_max_degree: 11
drtAntennaViolNets: 0
layout_min_cycle_time_ns: 1.173
synth_area_per_cell_um2: 15.12
wl_per_cell_um: 14.86
slew_headroom_pct: 92.57
hold_violations: 0
layout_top_cells: "47 x dlygate4sd2_1, 32 x mux2_4, 21 x buf_6, 12 x buf_2, 10 x clkdlybuf4s50_1"
grtUsageTotal_pct: 7.643
antenna_cells: 0
initCoreUtil_pct: 15.93
ys_types: 4
ir_drop_mv: 0.1609
grt_overflow: 0
max_cap_viol_count: 0
synth_area_um2: 544.3
final_common_cell: "dlygate4sd2_1"
crit_chain: "clkdlybuf4s50_1 > mux2_4 > buf_6"
regArea_um2: 0
fin_crit_sh_pct: 117.3
flops: 0
violations: "setup timing"
startpoint_type: "input pin"
crit_type: "in -> out"
crit_arrival_ns: 0.97
drc: 0
worstMarginPinSlew_ns: 0.1115
hold_class: "in -> out"
place_congestion: 0.7579
yosysWarnings: 0
clkbuf_count: 0
final_area_um2: 1587
ios: 97
finalSetupViolCount: 32
p_per_area_nw_per_um2: 390.0
status: "finished, violations left"
drt-total-wl_mm: 2.720
ys_area_um2: 544.3
top_area_share_pct: 82.76
syn_inst: 36
port_buffers: 97
rsz0062_at_grt: "true"
fp.dieW_um: 80
top_area_cell: "mux2_4"
synth_seq_share_pct: 0
rows: 21
detail_route.iter0.violations: 3
area_growth_syn_to_layout_pct: 191.5
dp_hpwl_mm: 2.398
setup_ws_ns: -0.1731
cpPeakStageDelay_ns: 0.40
die_y_um: 80
hp-start: "in_zero[18]"
die-area_um2: 6400
crit_start: "in_one[27]"
grt_pass1_vias: 751
yosys-top-cells-area: "mux2_4 83%, buf_12 11%, mux2_2 4.1%, buf_6 2.1%"
first_pass_iters: 2
leakagePower_nw: 0.8873
required_ns: 0.80
tool_warnings: 34
vias_per_cell: 3.770
dpl-instance-area_um2: 1524
dp_slack_ns: -0.4989
critPathBufInv: 2
coreArea_um2: 3416
yosys_cells: 36
critPathTopFamily: "buffers and inverters"
-- repair_timing --
action                                  in CTS  in global routing
endpoints found under the setup margin      32                 32
resized                                    170                 15
pin swaps                                    0                  0
buffers inserted                             5                  0
cloned                                       1                  0
-- worst paths after layout --
path  slack, ns  cells after the start  endpoint
max       -0.17                      3   out[27]
min        0.69                      3   out[18]
-- routing by layer --
layer | global-route usage, % | vias up | routed length [µm]
li1 | - | 339 | -
met1 | 8.767 | 300 | 1017
met2 | 13.64 | 51 | 1351
met3 | 3.182 | 0 | 351
met4 | 0 | 0 | 0
met5 | 0 | - | 0
-- tightest hold or removal path: stages --
cell and delay [ns]:
dlymetal6s2s_1 0.08, mux2_4 0.13, buf_2 0.08
-- kinds of logic (layout without fill, tap and decap cells) --
family | count (synthesis) | count (layout) | synth area share (%)
mux | 32 | 32 | 86.90
buf+inv | 4 | 105 | 13.10
-- stage by stage --
| step | std cells | utilization (%) | setup TNS, ns | total power [mW] | hold slack [ns] |
|---|---|---|---|---|---|
| 2_1_floorplan | 36 | - | 0 | 0.2063 | 0.4977 |
| 3_3_place_gp | 177 | 44.62 | -15.30 | 0.6480 | 1.353 |
| 3_5_place_dp | 177 | 44.62 | -15.35 | 0.6504 | 1.355 |
| 4_1_cts | 183 | 44.62 | -3.970 | 0.6078 | 0.8007 |
| 5_1_grt | 183 | 46.45 | -4.369 | 0.6640 | 0.7127 |
| 6_report | 183 | 46.45 | -3.693 | 0.6188 | 0.6917 |
-- cells in the mapped netlist --
library cell  instances
mux2_2                2
mux2_4               30
buf_6                 1
buf_12                3
-- where the power goes --
| part | leakage (nW) | total [mW] | internal [mW] | switching (mW) |
|---|---|---|---|---|
| clock | 0 | 0 | 0 | 0 |
| combinational | 0.887 | 0.619 | 0.487 | 0.132 |
| sequential | 0 | 0 | 0 | 0 |
| total | 0.887 | 0.619 | 0.487 | 0.132 |
-- area by class of cell --
class                           instances  area, µm²
Tap cell                               46      57.56
Timing Repair Buffer                  105       1049
Multi-Input combinational cell         32      480.5
Fill cell                             345       1829
Power and IR drop assume default switching activity.
