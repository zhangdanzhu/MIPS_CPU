--- flow/run.sh ---
#!/bin/bash
# OpenROAD 26Q1-2900-gdf79404cd8, Yosys 0.63+post, stock flow scripts
make -C /OpenROAD-flow-scripts/flow DESIGN_CONFIG=/design/flow/config.mk WORK_HOME=/design/flow/orfs finish
--- flow/design.v ---
`timescale 1ns / 1ps
module clkcontrol(
    input CLK,
    output reg clk
    );
    integer k;
    initial
    begin
        clk = 0;
    end
    always@(posedge CLK)
    begin
        k=k+1;
        if(k==1000000)
        begin
            clk = ~clk;
            k=0;
        end
    end
endmodule
--- flow/constraint.sdc ---
current_design clkcontrol

set clk_period 7.0
set clk_io_pct 0.2

create_clock -name clk0 -period $clk_period [get_ports {CLK}]

set non_clock_inputs [all_inputs -no_clocks]
set_input_delay [expr $clk_period * $clk_io_pct] -clock clk0 $non_clock_inputs
set_output_delay [expr $clk_period * $clk_io_pct] -clock clk0 [all_outputs]
--- flow/config.mk ---
export PLATFORM = sky130hd
export DESIGN_NAME = clkcontrol
export DESIGN_NICKNAME = clkcontrol
export VERILOG_FILES = /design/flow/design.v
export SDC_FILE = /design/flow/constraint.sdc
export NUM_CORES = 4
export LEC_CHECK = 1
export CORE_UTILIZATION = 30
export SYNTH_HDL_FRONTEND = slang
==> impl_metrics.tcl <==
# implementation run metrics
set metrics [dict create \
    die-width_um 78.06 \
    synth.yosys.num_cells 200 \
    post-cts-setup-buffer-count 0 \
    p_per_area_nw_per_um2 172.5 \
    relSlewSlack_pct 40.93 \
    detail_route.wl_per_cell_um 12.36 \
    most_crowded_layer_gr "met1" \
    synth_async_sr_flop_share_pct 0 \
    hold_path.class "reg2reg" \
    post_cts_resized 0 \
    synth-edff-count 1 \
    clkTransAtPathRegs_ns 0.07 \
    leakage_nw 0.6693 \
    worstPathRequired_ns 6.93 \
    total_power_w 0.0003240 \
    global_routing_usage_summed_across_all_routing_layers_pct 12.62 \
    ir_drop_mv 0.06115 \
    grt_max_degree 13 \
    synth_sequential_area_ratio_pct 38.64 \
    area_growth_pct 8.219 \
    dp_worst_setup_slack_ns 3.561 \
    final_layout_top_logic_cell "sky130_fd_sc_hd__dfxtp_1" \
    cts_buffers 5 \
    ys.flop_type "sky130_fd_sc_hd__dfxtp_1" \
    final_layout_size_suffix_gt1_share_pct 7.538 \
    floorplan.die_area_um2 6093 \
    num_rows 27 \
    antenna_cells_inserted 0 \
    stdcell_count 271 \
    final_layout_top_logic_cells "sky130_fd_sc_hd__dfxtp_1 (32), sky130_fd_sc_hd__nor2_1 (22), sky130_fd_sc_hd__nand2_1 (18)" \
    timing.final.hold_violations 0 \
    hpwl_um 2408 \
    max_cap_viol_count 0 \
    clockRootBuffer "sky130_fd_sc_hd__clkbuf_8" \
    cts-root-to-sink-buffers 2 \
    timing.critical_path.cells "nand3_1, nor4_2, xor2_1, a2111oi_0, o2111ai_1, nor4b_4" \
    final_core_util_pct 33.90 \
    grt_util_met3_pct 2.597 \
    setup.worst_path.end_class "register" \
    global_route_wire_length_before_repair_um 6078 \
    gp_congestion 0.8520 \
    worst-path-max-fanout 10 \
    grt_antenna_before_repair 0 \
    drt-total-wl_um 3350 \
    final_max_slew_viols 0 \
    netlist_instances 200 \
    tool_warning_count 25 \
    detailroute.via_count 1363 \
    final.setup_skew_ns 0.009285 \
    io_pins 2 \
    ys.warnings.count 0 \
    worstPathArrival_ns 3.31 \
    vias_in_the_first_global_route 1261 \
    postSynthRegisterBits 33 \
    tightestPinTransition_ns 0.8787 \
    ant_nets 0 \
    critPathSlowestCell "sky130_fd_sc_hd__nor4_2" \
    placed_cells_incl_taps 264 \
    post_synth_instance_area_um2 1735 \
    post-route-drc-count 0 \
    crit_family "simple AND/OR/NAND/NOR gates" \
    period_minus_slack_ns 3.381 \
    clock_tree_from_tritoncts "yes" \
    critical-path-max-stage-delay_ns 0.84 \
    initial_core_util_pct 31.32 \
    htree_levels 2 \
    synth_area_per_cell_um2 8.677 \
    ys_chip_area_um2 1735 \
    vias_per_cell 5.030 \
    design.core.area_um2 5540 \
    cp-start-kind "register" \
    layout_setup_ws_ns 3.619 \
    clk-insertion-delay-late_ns 0.29 \
    grt.met1_usage_pct 20.34 \
    place.port_buffers 1 \
    die_y_um 78.06 \
    run_status "finished clean" \
    maxClockFrequency_mhz 295.8 \
    global_route.usage.met2_pct 17.46 \
    initialDrtViolationCount 92 \
    first_pass_iters 4 \
    final_period_utilization_pct 48.30 \
    grt_remaining_overflow 0 \
    cp.buffers_inverters 0 \
    setup.worst_path.class "reg2reg" \
    synth_cell_types 46 \
    setup_viol 0 \
    setup-tns-final_ns 0 \
    cts.hold.buffers_added 0 \
    rsz0062_at_grt "false" \
    cts.sink_count 33 \
]
-- flip-flops by register name, summed over array words and instances, names as in the netlist --
signal  count
clk         1
k          32
-- cells in the mapped netlist (3+ instances only) --
library cell,number,area (µm²)
sky130_fd_sc_hd__a21oi_1,3,15.01
sky130_fd_sc_hd__and3_1,8,50.05
sky130_fd_sc_hd__clkbuf_1,6,22.52
sky130_fd_sc_hd__dfxtp_1,32,640.6
sky130_fd_sc_hd__inv_1,3,11.26
sky130_fd_sc_hd__nand2_1,18,67.56
sky130_fd_sc_hd__nand2b_1,3,18.77
sky130_fd_sc_hd__nand3_1,15,75.07
sky130_fd_sc_hd__nand4_1,7,43.79
sky130_fd_sc_hd__nor2_1,22,82.58
sky130_fd_sc_hd__nor3_1,7,35.03
sky130_fd_sc_hd__nor4_1,3,18.77
sky130_fd_sc_hd__o21ai_0,3,15.01
sky130_fd_sc_hd__xnor2_1,17,148.9
sky130_fd_sc_hd__xor2_1,13,113.9
-- logic make-up (layout without fill, tap and decap cells) --
family / Yosys count / count (layout) / synth area share [%]
AND/OR/NAND/NOR: 98 / 98 / 31.58
flip-flops: 33 / 33 / 38.64
XOR/XNOR: 30 / 30 / 15.14
AND-OR/OR-AND: 21 / 21 / 8.580
buffers and inverters: 14 / 13 / 3.533
multiplexers: 3 / 3 / 1.802
adder cells (fa/ha/maj): 1 / 1 / 0.7209
-- path summary, 6_finish.rpt --
path / start / to / slack [ns] / cells past startpoint
setup / recovery: k[2]$_SDFF_PN0_ / clk$_DFFE_PN_ / 3.62 / 6
hold / removal: k[20]$_SDFF_PN0_ / k[20]$_SDFF_PN0_ / 0.49 / 1
setup reg to reg: k[2]$_SDFF_PN0_ / clk$_DFFE_PN_ / 3.62 / 6
hold reg to reg: k[20]$_SDFF_PN0_ / k[20]$_SDFF_PN0_ / 0.49 / 1
-- worst register-to-register path: stages (launching register included) --
cell                        delay, ns
sky130_fd_sc_hd__dfxtp_1         0.47
sky130_fd_sc_hd__nand3_1         0.26
sky130_fd_sc_hd__nor4_2          0.84
sky130_fd_sc_hd__xor2_1          0.18
sky130_fd_sc_hd__a2111oi_0       0.47
sky130_fd_sc_hd__o2111ai_1       0.24
sky130_fd_sc_hd__nor4b_4         0.57
-- stage by stage --
step	instance area, µm²	hold slack, ns
2_1_floorplan	1735	0.4410
5_1_grt	1878	0.5137
4_1_cts	1878	0.4917
3_5_place_dp	1800	0.4690
3_3_place_gp	1800	0.4581
6_report	1878	0.4945
-- layout make-up --
type	count	area [µm²]
clock buffer	6	72.57
clock inverter	1	5.005
fill	578	3662
inverter	3	11.26
multi-input combinational	153	1003
sequential	33	670.6
tap	72	90.09
timing repair buffer	3	25.02
-- routing by layer --
layer,up-vias,wire [µm]
met3,7,129
met2,24,1362
met4,0,61
met5,-,0
met1,627,1796
li1,705,-
-- power breakdown --
| group | total, W | switching, W | internal, W | leakage [nW] |
|---|---|---|---|---|
| registers | 0.000188 | 0 | 0.000188 | 0.269 |
| clock network | 0.000135 | 0.0000680 | 0.0000675 | 0.0410 |
| logic | 0.000000000359 | 0 | 0 | 0.359 |
| total | 0.000324 | 0.0000680 | 0.000256 | 0.669 |
Power is estimated from default activity; no workload was simulated.
