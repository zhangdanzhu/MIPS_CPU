--- flow/config.mk ---
export PLATFORM = sky130hd
export DESIGN_NAME = counter
export DESIGN_NICKNAME = counter
export VERILOG_FILES = /design/flow/design.v
export SDC_FILE = /design/flow/constraint.sdc
export NUM_CORES = 4
export LEC_CHECK = 1
export CORE_UTILIZATION = 30
export SYNTH_HDL_FRONTEND = slang
--- flow/constraint.sdc ---
current_design counter

set clk_period 7.2
set clk_io_pct 0.2

create_clock -name clk0 -period $clk_period [get_ports {clk}]

set non_clock_inputs [all_inputs -no_clocks]
set_input_delay [expr $clk_period * $clk_io_pct] -clock clk0 $non_clock_inputs
set_output_delay [expr $clk_period * $clk_io_pct] -clock clk0 [all_outputs]
--- flow/design.v ---
`timescale 1ns / 1ps
module counter(
    input clk,
    input reset,
    input en,
    output reg [31:0] n
    );
    initial
    begin
        n = 0;
    end
    always@(posedge clk)
    begin
        if(reset)
            n = 0;
        else if(en)
            n=n+1;
    end
endmodule
--- flow/run.sh ---
#!/bin/bash
# OpenROAD 26Q1-2900-gdf79404cd8, Yosys 0.63+post, stock flow scripts
make -C /OpenROAD-flow-scripts/flow DESIGN_CONFIG=/design/flow/config.mk WORK_HOME=/design/flow/orfs finish
==> impl_metrics.json <==
{
  "status": "finished, final reports clean",
  "fillCellCount": 505,
  "firstDrtPassIters": 4,
  "rows": 25,
  "cp_num_buf_inv": 1,
  "drv_cap": 0,
  "start_kind": "primary input",
  "hp-class": "flip-flop to flip-flop",
  "vias": 1339,
  "setup_violations": 0,
  "syn_area_um2": 1560,
  "cp-end-kind": "flip-flop",
  "worstReg2RegEnd": "n[28]",
  "yosys_area_um2": 1560,
  "crit_type": "primary input to flip-flop",
  "crit_path_max_incr_delay_ns": 0.61,
  "post_cts_buffers": 0,
  "synth_top_area_share_pct": 41.0,
  "io_pins": 35,
  "grt_start_max_net_pins": 44,
  "hold_viol": 0,
  "tool_warnings": 25,
  "fp.dieW_um": 74.2,
  "postSynthAreaPerCell_um2": 8.64,
  "port_buffers": 34,
  "routabilityCongestion": 0.787,
  "yosys_most_used_dff": "dfxtp_1",
  "clock_latency_ns": 0.28,
  "grt_overflow": 0,
  "required_ns": 7.37,
  "grt_pass1_vias": 1130,
  "post_synth_inst_count": 181,
  "hold_end": "n[20]",
  "floorplan.core_util_pct": 32.1,
  "cp_max_fo": 9,
  "drv_slew": 0,
  "r2r_cells": 4,
  "cts_resized": 0,
  "synth-edff-count": 0,
  "cp_top_family": "simple AND/OR/NAND/NOR gates",
  "worst_setup_hold_path_clk_slew_ns": 0.06,
  "ys_seq_share_pct": 41.0,
  "synth_top_cell_by_area": "dfxtp_1",
  "htreeDepth": 2,
  "rsz0062_at_grt": "no",
  "ys.flops": 32,
  "area_leaders": "dfxtp_1 41%, mux2_2 6.5%, nor2_1 6.2%",
  "fin_skew_ns": 0.00352,
  "final_common_cell": "clkdlybuf4s50_1",
  "slowest_stage": "clkdlybuf4s50_1",
  "cts_buffer_depth": 2,
  "min_from": "n[20]",
  "ys_cells": 181,
  "setup_ws_ns": 3.87,
  "first_iter_violations": 67,
  "placed_area_um2": 1950,
  "power_density_nw_per_um2": 162,
  "hold_path_depth": 2,
  "worst_pin_slew_ns": 0.437,
  "crit_path_cell_trace": "clkdlybuf4s50_1 -> and4_1 -> nand4_1 -> nor3_1 -> mux2_2",
  "crit_start": "en",
  "synth_warnings": 0,
  "layout-drive-gt1-share_pct": 9.81,
  "synthArstFlopShare_pct": 0,
  "route.detailed.drc": 0,
  "regToRegSetupSlack_ns": 5.23,
  "synth_cell_types": 32,
  "whs_ns": 0.525,
  "finalNonFillerCells": 281,
  "fin_tns_setup_ns": 0,
  "via_per_inst": 4.77,
  "r2r-start": "n[2]",
  "max_slew_margin_pct": 70.9,
  "antenna_found_initial": 0,
  "leakage_nw": 0.696,
  "die_area_um2": 5510,
  "irDropWorstVdd_mv": 0.122,
  "final_area_um2": 2040,
  "post-route-period-util_pct": 46.3,
  "finalCriticalPeriod_ns": 3.33,
  "cts.sinks": 32,
  "antenna-diode-count": 0,
  "ant_nets": 0,
  "cts-root-buf": "clkbuf_8",
  "max_freq_ghz": 0.300,
  "dp_cells": 273,
  "hold_buffers": 0,
  "core_area_um2": 4880,
  "dp_slack_ns": 3.60,
  "cts-buffers-inserted": 5,
  "wl_um": 3210,
  "final_layout_top_logic_cells": "34 x clkdlybuf4s50_1, 32 x dfxtp_1, 26 x nor2_1",
  "cp_data_arrival_time_ns": 3.50,
  "dp_hpwl_um": 2150,
  "area_growth_pct": 30.3,
  "grt_pass1_wl_um": 5330,
  "die_h_um": 74.2,
  "largest_reg_flops": 32,
  "cts_tree": "done",
  "globalRouteTotalUtil_pct": 12.5,
  "drt-wirelength-per-cell_um": 11.4
}
stage by stage:
stage               util (%)  power (mW)
CTS                     41.8       0.337
finish                  41.8       0.330
detailed placement      39.9       0.196
floorplan                  -       0.190
global route            41.8       0.348
global placement        39.9       0.196
where the power goes:
part | leakage, nW | total, mW | switching, mW | internal [mW]
clock | 0.0455 | 0.139 | 0.0609 | 0.0778
sequential | 0.258 | 0.180 | 0.00141 | 0.178
combinational | 0.393 | 0.0120 | 0.00652 | 0.00548
layer usage:
metal  wire length, um  vias to the layer above  global-route usage, %  share of wire [%]
li1                  -                      696                      -                  -
met1              1600                      604                   19.4                 50
met2              1370                       34                   18.0                 43
met3               204                        5                   3.43                6.4
met4                40                        0                   1.92                1.2
met5                 0                        -                      0                  0
worst min-delay path: stages, from the launching register on:
cell,delay (ns)
dfxtp_1,0.35
o31ai_1,0.08
a21oi_1,0.05
worst max-delay path by stage:
stage	end	slack, ns	cells past startpoint
CTS	n[28]	3.90	5
global route	n[30]	3.67	5
finish	n[28]	3.87	5
layout make-up:
class / instances / area [um2] / area share [%]
well taps: 67 / 83.8 / 4.11
clock buffers: 8 / 90.1 / 4.42
flip-flops and latches: 32 / 641 / 31.4
repair buffers: 35 / 348 / 17.1
multi-input cells: 135 / 861 / 42.2
inverters: 4 / 15.0 / 0.737
synthesized netlist by cell type, types with 2 or more instances:
library cell and instances:
a21oi_1 7, mux2_1 2, inv_1 4, xor2_1 9
and4_1 3, and3_1 2, xnor2_1 4, nor3_1 10
o21ai_0 4, or4_1 3, mux2_2 9, nand2_1 9
dfxtp_1 32, nand3_1 9, clkbuf_1 7, nor2_1 26
o31ai_1 3, nor2b_1 10, or3_1 4, nand4_1 10
buf_2 2, nor4_1 2
cell families after synthesis:
logic type               share of synthesized area, %
AND-OR/OR-AND                                    4.96
XOR/XNOR                                         7.28
AND/OR/NAND/NOR                                  33.4
multiplexers                                     8.56
buffers and inverters                            4.00
flip-flops                                       41.0
adder cells (fa/ha/maj)                         0.800
Power figures rest on the tool's default switching activity, not on a simulated workload.
